==> design.v <==
`timescale 1ns / 1ps
module ram #( parameter DEPTH = 10)
    (
    input clk,
    input rst_n,
    input [31:0] data_i,
    output [31:0] data_o,
    input [31:0] addr_i,
    input we_i,
    input [3:0] wstrb_i,
    input re_i
    );
reg [31:0] mem[2**DEPTH - 1:0];
wire [DEPTH - 1:0] efective_address = addr_i[DEPTH-1:0] >> 2;
assign data_o = mem[efective_address];
initial begin
    $readmemh("output.vh", mem);
end 
always @(posedge clk) begin
    if (we_i) begin
        if (wstrb_i[0])
            mem[efective_address][7:0] <= data_i[7:0];
        if (wstrb_i[1])
            mem[efective_address][15:8] <= data_i[15:8];
        if (wstrb_i[2])
            mem[efective_address][23:16] <= data_i[23:16];
        if (wstrb_i[3])
            mem[efective_address][31:24] <= data_i[31:24];                                    
    end
end
endmodule
==> run.sh <==
#!/bin/bash
# OpenROAD 26Q1-2900-gdf79404cd8, Yosys 0.63+post, stock flow scripts
make -C /OpenROAD-flow-scripts/flow DESIGN_CONFIG=/design/flow/config.mk WORK_HOME=/design/flow/orfs finish
==> config.mk <==
export PLATFORM = sky130hd
export DESIGN_NAME = ram
export DESIGN_NICKNAME = ram
export VERILOG_FILES = /design/flow/design.v
export SDC_FILE = /design/flow/constraint.sdc
export NUM_CORES = 4
export LEC_CHECK = 1
export CORE_UTILIZATION = 30
export SYNTH_HDL_FRONTEND = slang
export SYNTH_MEMORY_MAX_BITS = 65536
==> constraint.sdc <==
current_design ram

set clk_period 34.0
set clk_io_pct 0.2

create_clock -name clk0 -period $clk_period [get_ports {clk}]

set non_clock_inputs [all_inputs -no_clocks]
set_input_delay [expr $clk_period * $clk_io_pct] -clock clk0 $non_clock_inputs
set_output_delay [expr $clk_period * $clk_io_pct] -clock clk0 [all_outputs]
==> flow_metrics.tcl <==
# collected from the flow reports
set metrics [dict create \
    status "completed" \
    synthCells 17300 \
    viasPerCell 5.18 \
    pwr-share-clk 0.409 \
    drc 0 \
    ys.flop_type "edfxtp_1" \
    port_buffers 77 \
    cp-start-kind "primary input" \
    cpPeakStageDelay_ps 1030 \
    drv_cap 0 \
    grt_overflow 0 \
    core_mm2 1.05 \
    syn_to_final_growth_pct 15.0 \
    critPathMaxFanout 74 \
    first_pass_iters 7 \
    yosys_warnings 0 \
    critical_path_arrival_ps 15230 \
    tns_ps 0 \
    combPwrFrac 0.052 \
    drive_gt1_frac 0.144 \
    met1_usage 0.197 \
    path_delay_family "buffers and inverters" \
    ant_nets 0 \
    critPathCaptureType "primary output" \
    routed_wl_um 1030000 \
    worst_pin_slew_ps 1300 \
    internal_power_mw 16.0 \
    rsz0062_at_grt "false" \
    slowest_stage "a221oi_2" \
    antenna_found_initial 88 \
    cts_tree "built" \
    final_area_mm2 0.365 \
    p_total_mw 20.6 \
    globalRouteMet3Util 0.188 \
    crit_path_end "data_o[10]" \
    grt_max_degree 113 \
    use_met2 0.288 \
    die_y_um 1030 \
    finalCriticalPeriod_ps 22030 \
    top_register "mem" \
    ys_types 61 \
    busiest_layer "met2" \
    htree_levels 6 \
    largest_reg_flops 8192 \
    netSwitchingPower_mw 4.60 \
    hold_viol 0 \
    ys_cells 17300 \
    required_ps 27200 \
    yosysSeqAreaShare 0.776 \
    p_per_area_mw_per_mm2 56.6 \
    switching_share 0.223 \
    timing.hold.ws_ps 6010 \
    p_leak_nw 120 \
    top_regs "mem x8192" \
    vias 171000 \
    grt_pass1_wl_um 1410000 \
    clock_sinks 8192 \
    clk_pin_slew_worst_paths_ps 60 \
    dp_cells 31500 \
    max-vdd-ir-drop_uv 65.6 \
    clockBufferDepth 4 \
    tool_warnings 58 \
    die_w_um 1030 \
    synthesis.area_mm2 0.317 \
    stdcell_count 33100 \
    worstSetupPathType "in -> out" \
    gp_congestion 0.940 \
    postCtsSetupBuffers 0 \
    setup_ws_ps 11970 \
    drt_iter0_drc 13000 \
    yosys_area_mm2 0.317 \
    hold_buffers 0 \
    nFillCells 97300 \
    synth-seq-cells 8192 \
    hold_path_class "in -> reg" \
    std_cell_rows 377 \
    fin_util 0.346 \
    edf_count 8192 \
    crit_start "addr_i[3]" \
    critPathBufInv 11 \
    maxSlewViolCount 0 \
    synth-async-reset-ratio 0 \
    dpl.hpwl_um 655000 \
    syn_area_per_cell_um2 18.3 \
    cts-root-buf "clkbuf_16" \
    ios 104 \
    slew_headroom 0.132 \
    numCtsBuffers 791 \
    setup_viol 0 \
    fp.dieArea_mm2 1.06 \
    wl_per_cell_um 31.0 \
    crit_path_cell_trace "buf_16 > buf_4 > buf_4 > buf_4 > buf_4 > buf_4 > buf_4 > buf_4 > mux2i_1 > o22ai_1 > nor4_1 > buf_4 > nand3_1 > a221oi_2 > a221oi_2 > buf_4 > clkdlybuf4s50_1" \
    crit_path_frequent_cell "buf_4" \
    grt_pass1_vias 178000 \
    initCoreUtil 0.301 \
    pwr-share-seq 0.539 \
    place_area_mm2 0.339 \
    fmax_ghz 0.0454 \
    cts_resized 0 \
    cp_num_cells 17 \
    dpl_worst_slack_ps 12010 \
    fin_crit_sh 0.648 \
    groute.usage.overall 0.204 \
]
cell families (layout without fill, tap and decap cells):
group	Yosys count	in the layout	synth area share
simple gates	2263	2263	0.0313
other cells	0	144	0
flops	8192	8192	0.776
compound gates	2030	2030	0.0414
buf+inv	1072	2661	0.0181
mux	3759	3759	0.133
cells in the mapped netlist (all sizes together), types with 56 or more instances:
master | number | area share
buf | 731 | 0.014
nor2 | 1298 | 0.015
clkbuf | 338 | 0.0040
nor3 | 77 | 0.0012
a31oi | 71 | 0.0014
nand2 | 347 | 0.0041
a22oi | 56 | 0.0013
nor4 | 332 | 0.0066
mux2i | 3378 | 0.11
edfxtp | 8192 | 0.78
o21ai | 112 | 0.0018
nand3 | 117 | 0.0018
o22ai | 1511 | 0.030
mux4 | 374 | 0.027
routing by layer:
metal | up-vias | wire (um)
met5 | - | 4670
li1 | 71900 | -
met3 | 2133 | 208000
met2 | 12000 | 453000
met4 | 129 | 58700
met1 | 85200 | 302000
power by group through the flow:
stage | combinational [mW] | clock, mW | sequential (mW)
after CTS | 1.06 | 8.54 | 11.1
after global routing | 1.12 | 8.93 | 11.1
final | 1.07 | 8.45 | 11.1
how the worst min path moves through the flow:
stage	from	endpoint	cells past startpoint	slack, ps
4_1_cts	data_i[30]	mem[246][30]	1	5930
5_1_grt	data_i[30]	mem[249][30]	1	5990
6_report	data_i[3]	mem[12][3]	1	6010
cell usage in the layout (no fill, tap or decap), types with 30 or more instances in the layout:
master           count
clkbuf_1           187
o211ai_1            37
a21oi_1             42
o22ai_1           1511
buf_8               35
nor4_1             332
clkinv_2           140
clkinv_1           204
nand2_1            343
clkbuf_16          793
a211oi_1            49
bufinv_16           42
a31oi_1             63
o21ai_0            105
mux4_2             374
nor2_1            1262
buf_4             1101
mux2i_1           3378
diode_2            144
nor2_4              35
nand3_1            117
nor3_1              68
a22oi_1             56
edfxtp_1          8192
clkdlybuf4s50_1     37
clkinv_16           30
layout make-up:
| class | instances | area (um2) | share of cell area |
|---|---|---|---|
| inverter | 3 | 18.8 | 0.0000515 |
| sequential | 8192 | 246000 | 0.675 |
| clock inverter | 474 | 4280 | 0.0117 |
| clock buffer | 980 | 20500 | 0.0564 |
| antenna | 144 | 360 | 0.000988 |
| multi-input combinational | 8052 | 66100 | 0.181 |
| tap | 14000 | 17500 | 0.0481 |
| timing repair buffer | 1204 | 9760 | 0.0268 |
Power is estimated from default activity; no workload was simulated.
